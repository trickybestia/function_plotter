**flow/design.v**
```verilog
module ps2 (
    clk,
    ps2_clk,
    ps2_dat,
    symbol
);
input clk;
input ps2_clk;
input ps2_dat;
output reg [6:0] symbol;
wire [15:0] key;
wire        key_pressed;
wire        new_key;
ps2_rx ps2_rx (
    .clk         (clk),
    .rx_clk      (ps2_clk),
    .rx          (ps2_dat),
    .key         (key),
    .key_pressed (key_pressed),
    .new_key     (new_key)
);
always @(*) begin
    symbol = 0;
    if (new_key & key_pressed) begin
        case (key)
            16'hE06B: symbol = 1;  
            16'hE074: symbol = 2;  
            16'h0066: symbol = 3;  
            16'h0016: symbol = "1";
            16'h001E: symbol = "2";
            16'h0026: symbol = "3";
            16'h0025: symbol = "4";
            16'h002E: symbol = "5";
            16'h0036: symbol = "6";
            16'h003D: symbol = "7";
            16'h003E: symbol = "8";
            16'h0046: symbol = "9";
            16'h0045: symbol = "0";
            16'h004E: symbol = "-";
            16'h0015: symbol = "q";
            16'h001D: symbol = "w";
            16'h0024: symbol = "e";
            16'h002D: symbol = "r";
            16'h002C: symbol = "t";
            16'h0035: symbol = "y";
            16'h003C: symbol = "u";
            16'h0043: symbol = "i";
            16'h0044: symbol = "o";
            16'h004D: symbol = "p";
            16'h0054: symbol = "[";
            16'h005B: symbol = "]";
            16'h001C: symbol = "a";
            16'h001B: symbol = "s";
            16'h0023: symbol = "d";
            16'h002B: symbol = "f";
            16'h0034: symbol = "g";
            16'h0033: symbol = "h";
            16'h003B: symbol = "j";
            16'h0042: symbol = "k";
            16'h004B: symbol = "l";
            16'h001A: symbol = "z";
            16'h0022: symbol = "x";
            16'h0021: symbol = "c";
            16'h002A: symbol = "v";
            16'h0032: symbol = "b";
            16'h0031: symbol = "n";
            16'h003A: symbol = "m";
            16'h0049: symbol = ".";
            16'h004A: symbol = "/";
            16'h0029: symbol = " ";
            16'hE04A: symbol = "/";
            16'h007C: symbol = "*";
            16'h007B: symbol = "-";
            16'h006C: symbol = "7";
            16'h0075: symbol = "8";
            16'h007D: symbol = "9";
            16'h0079: symbol = "+";
            16'h006B: symbol = "4";
            16'h0073: symbol = "5";
            16'h0074: symbol = "6";
            16'h0069: symbol = "1";
            16'h0072: symbol = "2";
            16'h007A: symbol = "3";
            16'h0070: symbol = "0";
            16'h0071: symbol = ".";
        endcase
    end
end
endmodule
module ps2_raw_rx (
    input clk,
    input rx_clk,
    input rx,
    output reg [7:0] data,
    output reg       new_data  
);
localparam STATE_IDLE = 0, STATE_RECEIVE_DATA = 1, STATE_RECEIVE_PARITY = 2, STATE_RECEIVE_STOP_BIT = 3;
reg [1:0] state;
reg [2:0] rx_clk_sync;
reg [2:0] rx_sync;
reg       parity_valid;
reg       rx_buffer_parity;
reg [7:0] rx_buffer;
reg [2:0] rx_count;
initial begin
    rx_clk_sync <= 3'b111;
    rx_sync     <= 3'b111;
    state <= STATE_IDLE;
    parity_valid     <= 0;
    rx_buffer_parity <= 1;
    rx_buffer        <= 0;
    rx_count         <= 0;
    data     <= 0;
    new_data <= 0;
end
always @(posedge clk) begin
    rx_clk_sync <= (rx_clk_sync << 1) | rx_clk;
    rx_sync     <= (rx_sync << 1) | rx;
end
always @(posedge clk) begin
    new_data <= 0;
    if (rx_clk_sync[2] == 1 && rx_clk_sync[1] == 0)
    case (state)
        STATE_IDLE: begin
            parity_valid     <= 0;
            rx_buffer_parity <= 1;
            rx_buffer        <= 0;
            rx_count         <= 0;
            state <= rx_sync[1] == 0 ? STATE_RECEIVE_DATA : STATE_IDLE;
        end
        STATE_RECEIVE_DATA: begin
            rx_buffer        <= {rx_sync[1], rx_buffer[7:1]};
            rx_buffer_parity <= rx_buffer_parity ^ rx_sync[1];
            rx_count         <= rx_count + 1;
            state <= rx_count == 7 ? STATE_RECEIVE_PARITY : STATE_RECEIVE_DATA;
        end
        STATE_RECEIVE_PARITY: begin
            parity_valid <= rx_sync[1] == rx_buffer_parity;
            state <= STATE_RECEIVE_STOP_BIT; 
        end
        STATE_RECEIVE_STOP_BIT: begin
            if (rx_sync[1] && parity_valid) begin
                data     <= rx_buffer;
                new_data <= 1;
            end
            state <= STATE_IDLE;
        end
    endcase
end
endmodule
module ps2_rx (
    input clk,
    input rx_clk,
    input rx,
    output reg [15:0] key,
    output reg        key_pressed,  
    output reg        new_key       
);
localparam STATE_IDLE = 0,
           STATE_WAIT_ONE_BYTE_KEY_RELEASE = 1,
           STATE_WAIT_TWO_BYTE_KEY_PRESS = 2,
           STATE_WAIT_TWO_BYTE_KEY_RELEASE = 3;
reg [1:0] state;
wire [7:0] rx_data;
wire       rx_new_data;
ps2_raw_rx ps2_raw_rx_inst (
    .clk(clk),
    .rx_clk(rx_clk),
    .rx(rx),
    .data(rx_data),
    .new_data(rx_new_data)
);
initial begin
    state <= STATE_IDLE;
    key         <= 0;
    key_pressed <= 0;
    new_key     <= 0;
end
always @(posedge clk) begin
    new_key <= 0;
    if (rx_new_data) case (state)
        STATE_IDLE: begin
            case (rx_data)
                8'hF0: state <= STATE_WAIT_ONE_BYTE_KEY_RELEASE;
                8'hE0: state <= STATE_WAIT_TWO_BYTE_KEY_PRESS;
                default: begin
                    key         <= rx_data;
                    key_pressed <= 1;
                    new_key     <= 1;
                end
            endcase
        end
        STATE_WAIT_ONE_BYTE_KEY_RELEASE: begin
            key         <= rx_data;
            key_pressed <= 0;
            new_key     <= 1;
            state <= STATE_IDLE;
        end
        STATE_WAIT_TWO_BYTE_KEY_PRESS: begin
            if (rx_data == 8'hF0) begin
                state <= STATE_WAIT_TWO_BYTE_KEY_RELEASE;
            end else begin
                key         <= {8'hE0, rx_data};
                key_pressed <= 1;
                new_key     <= 1;
                state <= STATE_IDLE;
            end
        end
        STATE_WAIT_TWO_BYTE_KEY_RELEASE: begin
            key         <= {8'hE0, rx_data};
            key_pressed <= 0;
            new_key     <= 1;
            state <= STATE_IDLE;
        end
    endcase
end
endmodule
```
**flow/run.sh**
```bash
#!/bin/bash
# OpenROAD 26Q1-2900-gdf79404cd8, Yosys 0.63+post, stock flow scripts
make -C /OpenROAD-flow-scripts/flow DESIGN_CONFIG=/design/flow/config.mk WORK_HOME=/design/flow/orfs finish
```
**flow/config.mk**
```make
export PLATFORM = sky130hd
export DESIGN_NAME = ps2
export DESIGN_NICKNAME = ps2
export VERILOG_FILES = /design/flow/design.v
export SDC_FILE = /design/flow/constraint.sdc
export NUM_CORES = 4
export LEC_CHECK = 1
export CORE_UTILIZATION = 50
export SYNTH_HDL_FRONTEND = slang
```
**flow/constraint.sdc**
```tcl
current_design ps2

set clk_period 3.9
set clk_io_pct 0.2

create_clock -name clk0 -period $clk_period [get_ports {clk}]

set non_clock_inputs [all_inputs -no_clocks]
set_input_delay [expr $clk_period * $clk_io_pct] -clock clk0 $non_clock_inputs
set_output_delay [expr $clk_period * $clk_io_pct] -clock clk0 [all_outputs]
```
==> deck_impl_summary.md <==
Flow Results at a Glance

Logic synthesis
  • Yosys cell count: a little over 300
  • Unique cell types: between 60 and 70
  • Syn Inst Count: around 300
  • Synth area leader: edfxtp_1
  • Aoi share: 17.56%
  • Xor/xnor share of the synthesized area: 0.9267%
  • Register share after synthesis: 43.78%
  • Avg Cell Area, Syn: roughly 9.2 um2
  • And+or+nand+nor area frac: 29.26%
  • Max-area cell share: between 30% and 40%
  • Register bit total from synthesis: around 46
  • Adder-cell share of the synthesized area: around 1.2%
  • Ys flop type: edfxtp_1
  • Mapped Area: around 2800 um2
  • EDFF count, synth: 32
  • Top comb family, area: simple AND/OR/NAND/NOR gates
  • Chip Area, Yosys: approximately 2800 um2
  • Fraction of registers with async set/reset: 0%
  • Synth Warn #: 0
  • Area contributors post-synth: edfxtp_1 34%, dfxtp_1 9.9%, nand2b_1 4.2%
  • Mux cell area share: 1.500%

Critical path
  • CP endpoint kind: output pin
  • CP cell instances: buf_4 > or3b_1 > mux2_2 > o41ai_1 > nor4_1 > a21oi_1 > clkdlybuf4s50_1
  • Arrival @ worst endpoint: ~3000 ps
  • Critical Path Source Type: flop
  • Critical path's slowest cell: edfxtp_1
  • CP max stage delay: ~540 ps
  • Maximum fanout along the worst path: 10
  • Worst endpoint required time: 3120 ps
  • Worst path buffer plus inverter count: 2
  • Top delay family on crit path: buffers and inverters
  • Setup Crit Path Kind: reg2out

STA
  • Final number of setup-violating endpoints: 0
  • Final count of pins violating max slew: 0
  • Tightest Pin Transition: roughly 700 ps
  • Worst slew margin: between 50% and 60%
  • Fmax: 0.2643 GHz
  • Tcrit/Tclk final: between 90% and 100%
  • Tmin final: around 3800 ps
  • Setup tns final: 0 ps
  • Final worst slack: ~120 ps
  • Final Hold Fails: 0
  • RSZ-0062 raised after global routing: no
  • Clock Skew: approximately 9.4 ps

Clock network
  • Root buf cell: clkbuf_8
  • Clk slew on worst S/H paths: 80 ps
  • CTS tree: done
  • Clock latency on the worst-skew pair: between 200 and 300 ps
  • Max Buffers Root-to-Sink: 2
  • CTS Buf Count: 5
  • H-tree Lvls: 2
  • Hold_buf cts: 0
  • TritonCTS Sinks: 46

Placed design
  • RePlAce Congestion: between 1 and 1.5
  • DP HPWL: about 5100 um
  • Port bufs: 9
  • Pre-CTS WS: ~470 ps

Power
  • VDD IR-drop max: about 430 uV
  • Pwr Density: 295.5 nW/um2
  • Leakage: roughly 1.0 nW

Route
  • # diodes: 0
  • DR vias/cell: about 6.3
  • Wire per inst: approximately 18 um
  • Routed Antenna Nets: 0
  • Iteration-0 DRC Markers: between 300 and 400
  • Drt pass-1 iters: 5
  • # DRC: 0
  • Routed Wire Length: approximately 7000 um
  • Routed via count: between 2k and 3k

Run
  • Tool warnings: 25
  • # Max-Cap Violations: 0

Final layout
  • Commonest Layout Cell: edfxtp_1
  • Top cells excl fill/tap: 32 x edfxtp_1, 30 x nor2_1, 21 x nand2_1, 21 x buf_4, 19 x nand2b_1
  • Area growth syn-to-layout: 10.46%
  • Share of cells above drive strength 1: a little over an eighth

Status
  • Status: complete, no violations

Die
  • Core Density at Floorplan: between 50 and 60%
  • Die Wd: 77.30 um
  • Core ar.: 5473 um2
  • Die ar.: roughly 6000 um2
  • Row cnt: 27
  • Die height: 77.30 um
  • I/O pin count: 10

Worst hold path
  • Worst Hold Class: reg2reg

Global routing
  • Vias in the first global route: 2283
  • First-pass GRT wire length: roughly 12000 um
  • Antenna violations before repair: 0
  • Grt ovf: 0
  • GRT Util Overall: 26.51%
  • Largest net degree at the start of global routing: 21
-- worst reg2reg max path: stages, from the launching register on --
cell and delay [ps]:
edfxtp_1 380, nand4b_1 160, or4_1 500, o21a_1 370
-- power breakdown --
group | internal, mW | switching (mW) | leakage, nW
clock | 0.126 | 0.150 | 0.0483
combinational | 0.0332 | 0.0317 | 0.582
sequential | 0.560 | 0.0244 | 0.411
total | 0.719 | 0.206 | 1.04
-- cells in the mapped netlist (2+ instances only) --
cell	instances
nor4_1	10
nor2_1	30
nand4b_1	2
or2_2	2
or4_1	2
nor3_1	13
buf_2	13
nor2b_1	5
nand2_1	21
clkbuf_1	6
o21ai_1	2
o22ai_1	9
a21oi_1	17
nand2b_1	19
nand4_1	4
a31oi_1	7
o211ai_1	2
nor3_2	2
dfxtp_1	14
xnor2_1	3
nand3_1	5
ha_1	2
mux2_2	2
inv_1	7
o32ai_1	3
nor4bb_1	2
buf_1	2
nand3b_1	4
a2111oi_0	2
mux2i_1	2
and2_1	12
buf_6	3
nor3b_1	3
edfxtp_1	32
or3b_1	3
o21ai_0	11
a211oi_1	4
-- flip-flops by register name, summed over array words and instances, names as in the netlist, named ones only --
register / flops
ps2_rx.ps2_raw_rx_inst.rx_clk_sync: 3
ps2_rx.ps2_raw_rx_inst.rx_buffer: 8
ps2_rx.ps2_raw_rx_inst.data: 8
ps2_rx.key: 9
ps2_rx.ps2_raw_rx_inst.state: 3
ps2_rx.new_key: 1
ps2_rx.state: 4
ps2_rx.ps2_raw_rx_inst.rx_count: 3
ps2_rx.ps2_raw_rx_inst.rx_buffer_parity: 1
ps2_rx.ps2_raw_rx_inst.rx_sync: 2
ps2_rx.ps2_raw_rx_inst.parity_valid: 1
ps2_rx.ps2_raw_rx_inst.new_data: 1
ps2_rx.key_pressed: 1
-- final timing paths --
kind	from	to	slack [ps]	cells after the start
max reg2reg	ps2_rx.ps2_raw_rx_inst.data[2]	ps2_rx.key_pressed	2180	3
min reg2reg	ps2_rx.ps2_raw_rx_inst.rx_clk_sync[0]	ps2_rx.ps2_raw_rx_inst.rx_clk_sync[1]	330	0
max	ps2_rx.key[3]	symbol[0]	120	7
min	ps2_rx.ps2_raw_rx_inst.rx_clk_sync[0]	ps2_rx.ps2_raw_rx_inst.rx_clk_sync[1]	330	0
-- metrics by stage --
| stage | power [mW] | cells | cell area [um2] | hold slack [ps] | utilization [%] |
|---|---|---|---|---|---|
| 2_1_floorplan | 0.6403 | 309 | 2835 | 309.6 | - |
| 3_5_place_dp | 0.6592 | 379 | 2984 | 313.8 | 54.53 |
| 3_3_place_gp | 0.6573 | 379 | 2984 | 311.9 | 54.53 |
| 6_report | 0.9254 | 394 | 3132 | 330.0 | 57.22 |
| 4_1_cts | 0.9384 | 387 | 3072 | 333.9 | 56.13 |
| 5_1_grt | 0.9698 | 394 | 3132 | 341.6 | 57.22 |
-- cell families (layout without fill, tap and decap cells) --
| group | count (synthesis) | in the layout |
|---|---|---|
| xor gates and xnor gates | 3 | 3 |
| buffers and inverters | 32 | 45 |
| AOI/OAI and AO/OA | 74 | 74 |
| adders and majority gates | 3 | 3 |
| DFF | 46 | 46 |
| and+or+nand+nor | 147 | 147 |
| muxes | 4 | 4 |
-- cell type report --
cell class	instances	area, um2
timing repair buffer	30	247.7
inverter	7	26.28
clock buffer	5	68.82
tap	72	90.09
fill	494	2341
multi-input combinational	231	1439
sequential	46	1241
clock inverter	3	18.77
-- per-layer routing --
| layer | GRT usage (%) | vias to the layer above | wire, um |
|---|---|---|---|
| li1 | - | 1184 | - |
| met1 | 36.57 | 1131 | 2752 |
| met4 | 9.811 | 0 | 386 |
| met2 | 44.07 | 152 | 3450 |
| met5 | 0 | - | 0 |
| met3 | 4.111 | 33 | 539 |
-- repair_timing --
item,CTS,global route
buffers inserted,0,7
endpoints found under the setup margin,0,5
gates resized,0,2
Power and IR drop assume default switching activity.
