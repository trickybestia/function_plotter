`/design/flow/run.sh`:
```
#!/bin/bash
# OpenROAD 26Q1-2900-gdf79404cd8, Yosys 0.63+post, stock flow scripts
make -C /OpenROAD-flow-scripts/flow DESIGN_CONFIG=/design/flow/config.mk WORK_HOME=/design/flow/orfs finish
```
`/design/flow/config.mk`:
```
export PLATFORM = sky130hd
export DESIGN_NAME = vga
export DESIGN_NICKNAME = vga
export VERILOG_FILES = /design/flow/design.v
export SDC_FILE = /design/flow/constraint.sdc
export NUM_CORES = 4
export LEC_CHECK = 1
export CORE_UTILIZATION = 50
export SYNTH_HDL_FRONTEND = slang
```
`/design/flow/constraint.sdc`:
```
current_design vga

set clk_period 3.6
set clk_io_pct 0.2

create_clock -name clk0 -period $clk_period [get_ports {clk}]

set non_clock_inputs [all_inputs -no_clocks]
set_input_delay [expr $clk_period * $clk_io_pct] -clock clk0 $non_clock_inputs
set_output_delay [expr $clk_period * $clk_io_pct] -clock clk0 [all_outputs]
```
`/design/flow/design.v`:
```
module vga (
    clk,
    read_data,
    read_addr,
    r,
    g,
    b,
    hs,
    vs,
    swap
);
parameter HOR_TOTAL_PIXELS       = 800;
parameter HOR_ACTIVE_PIXELS      = 640;
parameter HOR_BACK_PORCH_PIXELS  = 48;
parameter HOR_FRONT_PORCH_PIXELS = 16;
parameter HOR_SYNC_PIXELS        = 96;
parameter HOR_SYNC_POLARITY      = 0;  
parameter VER_TOTAL_PIXELS       = 525;
parameter VER_ACTIVE_PIXELS      = 480;
parameter VER_BACK_PORCH_PIXELS  = 33;
parameter VER_FRONT_PORCH_PIXELS = 10;
parameter VER_SYNC_PIXELS        = 2;
parameter VER_SYNC_POLARITY      = 0;  
localparam X_WIDTH = $clog2(HOR_TOTAL_PIXELS);
localparam Y_WIDTH = $clog2(VER_TOTAL_PIXELS);
localparam READ_ADDR_WIDTH = $clog2(HOR_ACTIVE_PIXELS * VER_ACTIVE_PIXELS);
input clk;
input                              read_data;
output reg [READ_ADDR_WIDTH - 1:0] read_addr;
output reg [3:0] r;
output reg [3:0] g;
output reg [3:0] b;
output reg       hs;
output reg       vs;
output swap;
reg [X_WIDTH-1:0] x;
reg [Y_WIDTH-1:0] y;
reg hs_reg_0, hs_reg_1;
reg vs_reg_0, vs_reg_1;
reg de_reg_0, de_reg_1;  
wire [3:0] color;
assign color = (de_reg_1 & read_data) ? 4'b1111 : 0;
assign swap = (x == HOR_TOTAL_PIXELS - 1) & (y == VER_TOTAL_PIXELS - 1);
initial begin
    x         = 0;
    y         = 0;
    read_addr = 0;
    r         = 0;
    g         = 0;
    b         = 0;
    hs        = 0;
    vs        = 0;
    hs_reg_0  = 0;
    hs_reg_1  = 0;
    vs_reg_0  = 0;
    vs_reg_1  = 0;
    de_reg_0  = 0;
    de_reg_1  = 0;
end
always @(posedge clk) begin
    x <= (x == HOR_TOTAL_PIXELS - 1) ? 0 : x + 1;
end
always @(posedge clk) begin
    if (x == HOR_TOTAL_PIXELS - 1) begin
        y <= (y == VER_TOTAL_PIXELS - 1) ? 0 : y + 1;
    end
end
always @(posedge clk) begin
    r <= color;
    g <= color;
    b <= color;
end
always @(posedge clk) begin
    hs_reg_0 <= ((x >= HOR_ACTIVE_PIXELS + HOR_FRONT_PORCH_PIXELS) & (x < HOR_ACTIVE_PIXELS + HOR_FRONT_PORCH_PIXELS + HOR_SYNC_PIXELS)) ? HOR_SYNC_POLARITY : ~HOR_SYNC_POLARITY;
end
always @(posedge clk) begin
    hs_reg_1 <= hs_reg_0;
end
always @(posedge clk) begin
    hs <= hs_reg_1;
end
always @(posedge clk) begin
    vs_reg_0 <= ((y >= VER_ACTIVE_PIXELS + VER_FRONT_PORCH_PIXELS) & (y < VER_ACTIVE_PIXELS + VER_FRONT_PORCH_PIXELS + VER_SYNC_PIXELS)) ? VER_SYNC_POLARITY : ~VER_SYNC_POLARITY;
end
always @(posedge clk) begin
    vs_reg_1 <= vs_reg_0;
end
always @(posedge clk) begin
    vs <= vs_reg_1;
end
always @(posedge clk) begin
    de_reg_0 <= (x < HOR_ACTIVE_PIXELS) & (y < VER_ACTIVE_PIXELS);
end
always @(posedge clk) begin
    de_reg_1 <= de_reg_0;
end
always @(posedge clk) begin
    read_addr <= y * HOR_ACTIVE_PIXELS + x;
end
endmodule
```
==> results.sh <==
# flow metrics
export IMPL_power_per_cell_area_nw_per_um2=333
export IMPL_drt_pass1_iter_count=22
export IMPL_edf_count=10
export IMPL_cts_tree="done"
export IMPL_clk_latency_ns=0.30
export IMPL_cts_setup_buffers=0
export IMPL_async_flop_share_pct=0
export IMPL_grt_max_degree=17
export IMPL_synthesis_area_um2=2390
export IMPL_wl_per_cell_um=11.6
export IMPL_cp_arrival_ns=2.20
export IMPL_dpl_cell_count=305
export IMPL_layout_setup_ws_ns=0.680
export IMPL_warnings=29
export IMPL_wirelength_um=3650
export IMPL_ir_drop_uv=235
export IMPL_cap_violations=0
export IMPL_grt_util_met3_pct=3.76
export IMPL_fin_setup_tns_ns=0
export IMPL_end_kind="output port"
export IMPL_worstSetupStartpointType="flip-flop"
export IMPL_numPortBuffers=35
export IMPL_p_leak_nw=1.17
export IMPL_finalMaxSlewViolations=0
export IMPL_cts_resized=0
export IMPL_cts_buffers=5
export IMPL_grt_pass1_vias=1418
export IMPL_fillerInstances=378
export IMPL_grt_setup_unrepaired="no"
export IMPL_via_per_inst=5.07
export IMPL_dpl_instance_area_um2=2710
export IMPL_seq_power_share_pct=57.8
export IMPL_critPathRequiredTime_ns=2.88
export IMPL_netSwitchingPower_w=0.000171
export IMPL_cts_sinks=48
export IMPL_topCellsByArea="dfxtp_1 32%, edfxtp_1 13%, ha_1 12%, xnor2_1 7.0%, xor2_1 4.0%"
export IMPL_fp_util_pct=53.3
export IMPL_ys_flops=48
export IMPL_fin_area_um2=2830
export IMPL_drcViolationCount=0
export IMPL_finalHoldViolations=0
export IMPL_cts_max_level=2
export IMPL_dpl_hpwl_um=2650
export IMPL_top_cell_area_share_pct=31.9
export IMPL_grt_use_met2_pct=22.9
export IMPL_synth_cells=233
export IMPL_hold_path_class="flip-flop to flip-flop"
export IMPL_ant_nets=0
export IMPL_drt_iter0_drc=80
export IMPL_ys_seq_share_pct=44.5
export IMPL_period_minus_slack_ns=2.92
export IMPL_synth_most_common_cell="dfxtp_1"
export IMPL_drive_gt1_share_pct=6.51
export IMPL_synthToLayoutAreaGrowth_pct=18.7
export IMPL_power_share_combinational_pct=0.1
export IMPL_p_clk_share_pct=42.1
export IMPL_top_usage_layer="met1"
export IMPL_fin_skew_ns=0.0113
export IMPL_antenna_found_initial=0
export IMPL_outcome="completed"
export IMPL_core_area_um2=4470
export IMPL_ff_type="dfxtp_1"
export IMPL_rows=24
export IMPL_critPathKind="flip-flop to output port"
export IMPL_synth_distinct_cells=42
export IMPL_tightest_slew_ns=0.615
export IMPL_grt_pass1_wl_um=6240
export IMPL_place_ws_ns=0.963
export IMPL_finalSetupViolations=0
export IMPL_root_buffer="clkbuf_8"
export IMPL_grt_use_met1_pct=26.3
export IMPL_yosysWarnings=0
export IMPL_syn_area_per_cell_um2=10.2
export IMPL_ys_area_um2=2390
export IMPL_grt_total_usage_pct=15.8
export IMPL_seq_area_um2=1060
export IMPL_clk_path_buf_depth=2
export IMPL_max_slew_margin_pct=59.0
export IMPL_grt_overflow=0
export IMPL_cts_hold_buf=0
export IMPL_yosys_top_cells_count="38 x dfxtp_1, 23 x ha_1, 23 x nor2_1"
export IMPL_io_pins=36
export IMPL_logic_area_um2=1180
export IMPL_clkTransAtPathRegs_ns=0.09
export IMPL_antennaDiodeCount=0
export IMPL_dieHeight_um=71.1
export IMPL_die_width_um=71.1
export IMPL_fmax_mhz=342
export IMPL_die_area_um2=5050
export IMPL_final_cell_count_no_fill=313
export IMPL_p_sw_share_pct=18.1
export IMPL_crit_fanout=16
export IMPL_vias=1587
export IMPL_yosysTopAreaCell="dfxtp_1"
export IMPL_synth_stat_cells=233
export IMPL_p_int_w=0.000774
export IMPL_fin_crit_sh_pct=81.1
export IMPL_place_congestion=0.794
[area by class of cell]
cell class	count	share of cell area, %
Multi-Input combinational cell	158	41.7
Sequential cell	48	37.5
Timing Repair Buffer	37	12.9
Clock buffer	6	2.92
Tap cell	52	2.30
Clock inverter	2	1.37
Inverter	10	1.33
[critical path, stage by stage (launching register included)]
cell and delay, ns:
dfxtp_1 0.40, ha_1 0.21, nand3_1 0.18, nor4_2 0.25, buf_4 0.26, and2_1 0.15
clkdlybuf4s50_1 0.45
[cell families (layout without fill, tap and decap cells)]
logic type	after synthesis	after routing	share of synthesized area (%)
adders and majority gates	25	25	13.7
AOI/OAI and AO/OA	31	31	9.39
xor gates and xnor gates	30	30	11.0
and+or+nand+nor	72	72	15.4
DFF	48	48	44.5
buffers and inverters	27	55	5.98
[metal layers]
metal	wire length [µm]	vias up
li1	-	841
met2	1450	50
met5	0	-
met1	2000	696
met4	0	0
met3	204	0
[sequential cells by signal (all words and copies together) (netlist names)]
name,flops
de_reg_0,1
hs_reg_1,1
hs_reg_0,1
vs_reg_0,1
hs,1
read_addr,19
b,1
de_reg_1,1
vs,1
x,10
y,10
vs_reg_1,1
[worst paths after layout]
check	from	end	slack, ns	cells past startpoint
worst max-delay path	x[0]	swap	0.68	6
worst min-delay path	vs_reg_1	vs	0.33	0
worst max register to register	y[1]	read_addr[18]	0.93	8
worst min register to register	vs_reg_1	vs	0.33	0
[cell usage in the layout (no fill, tap or decap), types with 2 or more instances in the layout]
cell,instances
dfxtp_1,38
clkdlybuf4s50_1,35
nor2_1,23
ha_1,23
xnor2_1,19
nand2_1,18
xor2_1,11
inv_1,10
edfxtp_1,10
a21oi_1,8
nand4_1,6
clkbuf_8,6
nand3_1,5
nor2b_1,5
and2_1,4
o21ai_0,4
a21o_1,4
nor3_1,3
fa_1,2
buf_4,2
[through the flow]
step                      total power [W]  util (%)  hold WS [ns]
after floorplan                  0.000558         -         0.310
after global placement           0.000559      60.6         0.312
after detailed placement         0.000559      60.6         0.313
after CTS                        0.000956      63.3         0.334
after global routing             0.000978      63.3         0.340
final                            0.000944      63.3         0.332
[power groups by stage]
stage / clock (W) / combinational, W / sequential [W]
CTS: 0.000409 / 0.00000106 / 0.000546
global route: 0.000431 / 0.00000107 / 0.000546
finish: 0.000398 / 0.00000104 / 0.000546
Power is estimated from default activity; no workload was simulated.
