File: /design/flow/run.sh
#!/bin/bash
# OpenROAD 26Q1-2900-gdf79404cd8, Yosys 0.63+post, stock flow scripts
make -C /OpenROAD-flow-scripts/flow DESIGN_CONFIG=/design/flow/config.mk WORK_HOME=/design/flow/orfs finish
File: /design/flow/config.mk
export PLATFORM = sky130hd
export DESIGN_NAME = line_drawer
export DESIGN_NICKNAME = line_drawer
export VERILOG_FILES = /design/flow/design.v
export SDC_FILE = /design/flow/constraint.sdc
export NUM_CORES = 4
export LEC_CHECK = 1
export CORE_UTILIZATION = 50
export SYNTH_HDL_FRONTEND = slang
File: /design/flow/constraint.sdc
current_design line_drawer

set clk_period 24.3
set clk_io_pct 0.2

create_clock -name clk0 -period $clk_period [get_ports {clk}]

set non_clock_inputs [all_inputs -no_clocks]
set_input_delay [expr $clk_period * $clk_io_pct] -clock clk0 $non_clock_inputs
set_output_delay [expr $clk_period * $clk_io_pct] -clock clk0 [all_outputs]
File: /design/flow/design.v
module line_drawer (
    clk,
    start,
    ready,
    x1,
    y1,
    x2,
    y2,
    write_enable,
    write_addr,
    write_data
);
parameter HOR_ACTIVE_PIXELS = 640;
parameter VER_ACTIVE_PIXELS = 480;
parameter COLOR             = 1;
parameter WRITE_DATA_WIDTH  = 1;
localparam X_WIDTH          = $clog2(HOR_ACTIVE_PIXELS);
localparam Y_WIDTH          = $clog2(VER_ACTIVE_PIXELS);
localparam COORD_WIDTH      = X_WIDTH > Y_WIDTH ? X_WIDTH : Y_WIDTH;
localparam PIXELS_COUNT     = HOR_ACTIVE_PIXELS * VER_ACTIVE_PIXELS;
localparam WRITE_ADDR_WIDTH = $clog2(PIXELS_COUNT);
localparam STATE_READY = 0;
localparam STATE_WORK  = 1;
input clk;
input  start;
output ready;
input [X_WIDTH - 1:0] x1;
input [Y_WIDTH - 1:0] y1;
input [X_WIDTH - 1:0] x2;
input [Y_WIDTH - 1:0] y2;
output                          write_enable;
output [WRITE_ADDR_WIDTH - 1:0] write_addr;
output [WRITE_DATA_WIDTH - 1:0] write_data;
wire [X_WIDTH - 1:0] delta_x = x2 > x1 ? x2 - x1 : x1 - x2;
wire [Y_WIDTH - 1:0] delta_y = y2 > y1 ? y2 - y1 : y1 - y2;
wire primary_is_x = delta_x > delta_y;
wire [COORD_WIDTH - 1:0] p_start = primary_is_x ? x1 : y1;
wire [COORD_WIDTH - 1:0] p_end   = primary_is_x ? x2 : y2;
wire [COORD_WIDTH - 1:0] s_start = primary_is_x ? y1 : x1;
wire [COORD_WIDTH - 1:0] s_end   = primary_is_x ? y2 : x2;
wire [COORD_WIDTH - 1:0] delta_p = p_end > p_start ? p_end - p_start : p_start - p_end;
reg signed [1:0] p_direction;
reg signed [1:0] s_direction;
wire [COORD_WIDTH - 1:0] delta_error = (s_end > s_start ? s_end - s_start : s_start - s_end) + 1;
reg [COORD_WIDTH:0] error;
reg [COORD_WIDTH - 1:0] p;
reg [COORD_WIDTH - 1:0] s;
reg state;
assign ready = (state == STATE_READY);
assign write_enable = (state == STATE_WORK);
assign write_addr   = write_enable ? (primary_is_x ? (s * HOR_ACTIVE_PIXELS + p) : (p * HOR_ACTIVE_PIXELS + s)) : 0;
assign write_data   = write_enable ? COLOR : 0;
function [COORD_WIDTH - 1:0] apply_direction;
    input        [COORD_WIDTH - 1:0] value;
    input signed [1:0]               direction;
    case (direction)
        1:  apply_direction      = value + 1;
        -1: apply_direction      = value - 1;
        default: apply_direction = value;
    endcase
endfunction
initial begin
    state = STATE_READY;
    error = 0;
    p     = 0;
    s     = 0;
end
always @(*) begin
    if (p_end > p_start) p_direction = 1;
    else if (p_end < p_start) p_direction = -1;
    else p_direction = 0;
end
always @(*) begin
    if (s_end > s_start) s_direction = 1;
    else if (s_end < s_start) s_direction = -1;
    else s_direction = 0;
end
always @(posedge clk) begin
    case (state)
        STATE_READY: state <= start ? STATE_WORK : STATE_READY;
        STATE_WORK:  state <= (p == p_end) ? STATE_READY : STATE_WORK;
    endcase
end
always @(posedge clk) begin
    if ((state == STATE_READY) & start) begin
        error <= 0;
        p     <= p_start;
        s     <= s_start;
    end else if (state == STATE_WORK) begin
        p <= apply_direction(p, p_direction);
        if (error + delta_error >= delta_p + 1) begin
            s     <= apply_direction(s, s_direction);
            error <= error + delta_error - delta_p - 1;
        end else begin
            error <= error + delta_error;
        end
    end
end
endmodule
==> metrics.yaml <==
finish:
  logic_area_um2: 7420
  fin_util_pct: 57.1
  regArea_um2: 841
  drive_gt1_share_pct: 3.06
  area_growth_syn_to_layout_pct: 11.1
  fill_cells: 1670
place:
  dp_hpwl_um: 21000
  portBuffers: 61
  routabilityCongestion: 1.02
worst_setup_path:
  crit_path_start_kind: "input pin"
  crit-reg2reg-launch: "error[0]$_SDFFE_PP0P_"
  critical_path.max_fanout: 63
  reg2reg_to: "s[2]$_DFFE_PP_"
  critPathSlowestCell: "clkdlybuf4s50_1"
  arrival_ps: 17030
  rr_worst_depth: 19
  crit_top_cell: "a21oi_1"
  worst_path_largest_cell_delay_ps: 620
  required_ps: 24280
  r2r_setup_slack_ps: 20500
  endpoint_kind: "flip-flop"
  path_buffers: 8
  cp_top_family: "AND-OR/OR-AND gates"
  path_class: "in2reg"
  cp.depth: 53
global_routing:
  grt_first_pass_wirelength_um: 39500
  grt_max_degree: 64
  grt.total_usage_pct: 28.6
  grt_pass1_vias: 7362
  grt_overflow: 0
  antenna_found_initial: 0
die:
  rows: 48
  die_height_um: 135
  fp-utilization_pct: 51.4
  coreArea_um2: 17300
  die_area_um2: 18300
  pin_count: 62
  die_x_um: 135
routing:
  firstDrtPassIters: 6
  antenna_cells: 0
  drc: 0
  wire_per_inst_um: 17.3
  via_per_inst: 5.56
  vias: 7965
  final_antenna_net_count: 0
  routed_wl_um: 24800
  drtIter0Drc: 420
logic_synthesis:
  synthCells: 1168
  aoi_share_pct: 23.1
  ys_types: 65
  ys_seq_share_pct: 9.46
  topCombFamilyByArea: "adder cells"
  synthAdderAreaFrac_pct: 27.4
  ys_chip_area_um2: 8880
  top_area_cell: "ha_1"
  synth_warnings: 0
  enable_flop_cells: 20
  synthFlopType: "edfxtp_1"
  top_cells_by_count: "166 x ha_1, 136 x a21oi_1, 127 x inv_1"
  ys_sh_simple_pct: 15.1
  synthDominantCellAreaShare_pct: 23.4
  synthXorXnorAreaFrac_pct: 12.1
  synth_flops: 32
  syn_avg_cell_area_um2: 7.61
  mux_area_share_pct: 5.62
  top_cell: "ha_1"
  netlist_area_um2: 8880
  topCellsByArea: "ha_1 23%, xnor2_1 7.8%, a21oi_1 7.7%"
  yosysCellCount: 1168
  ys_async_sr_fraction_pct: 0
sta:
  timing.fmax_mhz: 58.6
  setup_tns_ps: 0
  tightest_slew_ps: 712
  report.final.slew_viol_count: 0
  setup_viol: 0
  rsz0062_at_grt: "no"
  post-route-period-util_pct: 70.2
  layout_min_cycle_time_ps: 17050
  finalHoldViolCount: 0
  clock_skew_ps: 8.23
  maxSlewHeadroom_pct: 52.5
min_path:
  holdPathEnd: "error[0]$_SDFFE_PP0P_"
  whs_path_depth: 2
  hold_path.class: "reg2reg"
  min-delay-start: "error[0]$_SDFFE_PP0P_"
clock_network:
  h-tree-depth: 2
  cts-root-buf: "clkbuf_16"
  clk-insertion-delay-late_ps: 280
  cts_tree: "built"
  cts_resized: 0
  cts.sinks: 32
  path_clk_slew_ps: 50
  cts_setup_buffers: 0
  clockBufferDepth: 2
  numCtsBuffers: 5
  holdBufCountCts: 0
job:
  maxCapViolCount: 0
  warning_count: 59
status:
  outcome: "complete, no violations"
flip-flops by register name (all words and copies together), names as in the netlist:
name,cells
error,11
p,10
s,10
write_enable,1
through the flow:
step	instance area (um^2)	std cells	hold WS, ps	setup WS (ps)
2_1_floorplan	8880	1168	450	8510
3_3_place_gp	9710	1425	471	7300
3_5_place_dp	9710	1425	474	7080
4_1_cts	9870	1433	482	7330
5_1_grt	9870	1433	499	6340
6_report	9870	1433	482	7250
per-layer routing:
metal,wire length [um],global-route usage (%),vias up
li1,-,-,4170
met1,12100,43.6,3614
met2,11000,45.1,161
met3,1380,4.01,20
met4,299,2.68,0
met5,0,0,-
area by class of cell:
| type | instances | share of cell area, % |
|---|---|---|
| flip-flops and latches | 32 | 8.52 |
| repair buffers | 71 | 6.94 |
| well taps | 225 | 2.85 |
| multi-input cells | 969 | 75.2 |
| clock inverters | 2 | 0.355 |
| clock buffers | 6 | 1.31 |
| inverters | 128 | 4.87 |
kinds of logic after synthesis:
| family | after synthesis |
|---|---|
| and+or+nand+nor | 283 |
| muxes | 49 |
| DFF | 32 |
| AOI/OAI and AO/OA | 329 |
| adders and majority gates | 186 |
| buffers and inverters | 167 |
| xor gates and xnor gates | 122 |
worst register-to-register path: stages (launching register included):
cell,delay [ps]
dfxtp_1,310
ha_1,220
fa_1,410
a21oi_1,160
nor2_1,50
nor2_1,150
o21bai_1,90
a21o_1,200
a21o_1,180
a21o_1,190
a21oi_1,150
o21bai_1,90
xor2_1,170
ha_1,290
o21ai_0,70
a21oi_1,140
nor2_1,70
buf_4,190
o21bai_1,160
buf_4,210
worst max-delay path by stage:
stage / startpoint / to
after CTS: y1[4] / s[2]$_DFFE_PP_
after global routing: y1[4] / s[8]$_DFFE_PP_
final: y1[4] / s[2]$_DFFE_PP_
placed cells by master, fill, tap and decap left out, types with 13 or more instances in the layout:
cell and n:
nor2b_1 13, nand2b_1 13, inv_1 127, xnor2_1 79
a21oi_1 136, xor2_1 42, o21bai_1 21, ha_1 166
nor3_1 14, clkdlybuf4s50_1 61, edfxtp_1 20, a211oi_1 14
o21ai_0 45, nor2_1 87, nand2_1 84, a21o_1 54
mux2i_1 42, nand3_1 18, fa_1 16
