--- ./run.sh ---
#!/bin/bash
# OpenROAD 26Q1-2900-gdf79404cd8, Yosys 0.63+post, stock flow scripts
make -C /OpenROAD-flow-scripts/flow DESIGN_CONFIG=/design/flow/config.mk WORK_HOME=/design/flow/orfs finish
--- ./config.mk ---
export PLATFORM = sky130hd
export DESIGN_NAME = symbol_drawer
export DESIGN_NICKNAME = symbol_drawer
export VERILOG_FILES = /design/flow/design.v
export SDC_FILE = /design/flow/constraint.sdc
export NUM_CORES = 4
export LEC_CHECK = 1
export CORE_AREA = 10 10 100 100
export DIE_AREA = 0 0 110 110
export SYNTH_HDL_FRONTEND = slang
export SYNTH_MEMORY_MAX_BITS = 65536
--- ./constraint.sdc ---
current_design symbol_drawer

set clk_period 8.4
set clk_io_pct 0.2

create_clock -name clk0 -period $clk_period [get_ports {clk}]

set non_clock_inputs [all_inputs -no_clocks]
set_input_delay [expr $clk_period * $clk_io_pct] -clock clk0 $non_clock_inputs
set_output_delay [expr $clk_period * $clk_io_pct] -clock clk0 [all_outputs]
--- ./design.v ---
module symbol_drawer (
    clk,
    start,
    ready,
    x,
    y,
    symbol,
    cursor_left,
    cursor_right,
    write_enable,
    write_addr,
    write_data
);
parameter SYMBOL_WIDTH      = 7;
parameter HOR_ACTIVE_PIXELS = 640;
parameter VER_ACTIVE_PIXELS = 480;
localparam X_WIDTH           = $clog2(HOR_ACTIVE_PIXELS);
localparam Y_WIDTH           = $clog2(VER_ACTIVE_PIXELS);
localparam PIXELS_COUNT      = HOR_ACTIVE_PIXELS * VER_ACTIVE_PIXELS;
localparam WRITE_ADDR_WIDTH  = $clog2(PIXELS_COUNT);
localparam SYMBOL_HOR_PIXELS = 15;
localparam SYMBOL_VER_PIXELS = 20;
localparam REL_X_WIDTH       = $clog2(SYMBOL_HOR_PIXELS);
localparam REL_Y_WIDTH       = $clog2(SYMBOL_VER_PIXELS);
localparam SYMBOL_DRAWER_MEM_SIZE       = 38400;
localparam SYMBOL_DRAWER_MEM_ADDR_WIDTH = $clog2(SYMBOL_DRAWER_MEM_SIZE);
localparam STATE_READY = 0;
localparam STATE_WORK  = 1;
input clk;
input  start;
output ready;
input [X_WIDTH - 1:0]      x;
input [Y_WIDTH - 1:0]      y;
input [SYMBOL_WIDTH - 1:0] symbol;
input                      cursor_left;
input                      cursor_right;
output                          write_enable;
output [WRITE_ADDR_WIDTH - 1:0] write_addr;
output                          write_data;
wire [SYMBOL_DRAWER_MEM_ADDR_WIDTH - 1:0] symbol_drawer_mem_addr;
wire                                      symbol_drawer_mem_out;
wire cursor;
reg state;
reg [REL_X_WIDTH - 1:0] rel_x;
reg [REL_Y_WIDTH - 1:0] rel_y;
assign ready = (state == STATE_READY);
assign write_enable = (state == STATE_WORK);
assign write_addr   = write_enable ? ((y + rel_y) * HOR_ACTIVE_PIXELS + x + rel_x) : 0;
assign write_data   = write_enable ? (symbol_drawer_mem_out | cursor) : 0;
assign symbol_drawer_mem_addr = symbol * SYMBOL_HOR_PIXELS * SYMBOL_VER_PIXELS + rel_y * SYMBOL_HOR_PIXELS + rel_x;
assign cursor = (cursor_left & (rel_x == 0)) | (cursor_right & (rel_x == SYMBOL_HOR_PIXELS - 1));
symbol_drawer_mem #(
    .SIZE (SYMBOL_DRAWER_MEM_SIZE)
) symbol_drawer_mem (
    .addr (symbol_drawer_mem_addr),
    .out  (symbol_drawer_mem_out)
);
initial begin
    state = STATE_READY;
    rel_x = 0;
    rel_y = 0;
end
always @(posedge clk) begin
    case (state)
        STATE_READY: begin
            if (start) state <= STATE_WORK;
        end
        STATE_WORK: begin
            if ((rel_x == SYMBOL_HOR_PIXELS - 1) & (rel_y == SYMBOL_VER_PIXELS - 1)) state <= STATE_READY;
        end
    endcase
end
always @(posedge clk) begin
    case (state)
        STATE_WORK: begin
            rel_x <= (rel_x == SYMBOL_HOR_PIXELS - 1) ? 0 : rel_x + 1;
        end
        default: ;
    endcase
end
always @(posedge clk) begin
    case (state)
        STATE_WORK: begin
            if (rel_x == SYMBOL_HOR_PIXELS - 1) begin
                rel_y <= (rel_y == SYMBOL_VER_PIXELS - 1) ? 0 : rel_y + 1;
            end
        end
        default: ;
    endcase
end
endmodule
module symbol_drawer_mem (
    addr,
    out
);
parameter SIZE = 123456;
localparam ADDR_WIDTH = $clog2(SIZE);
input  [ADDR_WIDTH - 1:0] addr;
output                    out;
reg [0:0] mem [0:SIZE - 1];
assign out = mem[addr];
initial begin
    $readmemb("../../../src/symbol_drawer_mem.mem", mem);
end
endmodule
==> reports/metrics.yaml <==
outcome:
  status: "completed"
route:
  num_vias: 1598
  wl_per_cell_um: 11.8
  routed_wirelength_um: 4220
  drt_iter0_drc: 26
  antennaDiodeCount: 0
  drt-pass1-iter-count: 4
  drc_errors: 0
  via_per_inst: 4.46
  ant_nets: 0
die:
  chip_area_um2: 12100
  boundaryPins: 52
  core_um2: 7810
  die_h_um: 110
  fp.dieW_um: 110
  fp_util: 0.226
  row_count: 32
timing:
  setup_viol: 0
  fin_crit_sh: 0.963
  slew_headroom: 0.547
  worstMarginPinSlew_ps: 673
  rsz0062_at_grt: "false"
  skew_ps: 7.30
  fmax_ghz: 0.124
  finalHoldViolCount: 0
  setup_tns_ps: 0
  slew_viol_final: 0
  fin_crit_ps: 8090
pwr:
  ir_drop_v: 0.000149
  power.leakage_nw: 1.01
  power.density_nw_per_um2: 276
  p_switching_mw: 0.259
  combPwrFrac: 0.782
  swShare: 0.396
  internal-power_mw: 0.395
  seq_power_share: 0.142
  p_clk_frac: 0.076
clock_tree:
  cts-root-buf: "clkbuf_8"
  cts_buffers: 3
  cts_resized: 0
  cts.clk_slew.worst_paths_ps: 50
  post_cts_buffers: 0
  h-tree-depth: 1
  clockBufferDepth: 2
  holdBufCountCts: 0
  clkSinkCount: 10
  cts_tree: "built"
  worstSkewPairLatency_ps: 240
global_route:
  grt_first_pass_wirelength_um: 7050
  grt_pass1_vias: 1520
  gr-usage-all-layers: 0.0700
  grt_max_degree: 16
  antenna_found_initial: 0
  grt.overflow.total: 0
final_layout:
  combGateArea_um2: 1440
  regArea_um2: 290
  area.growth.synth_to_final_pct: 34.4
  fillers: 807
  finish.instance_area_um2: 2370
  drive_above_1_share: 0.0430
logic_synthesis:
  async_flop_share: 0
  ys.flop_type: "edfxtp_1"
  yosys-top-cells-count: "29 x ha_1, 26 x nor2_1, 18 x a21oi_1, 18 x xor2_1, 13 x nand2_1"
  yosys_cells: 211
  topCellsByArea: "ha_1 21%, edfxtp_1 15%, xor2_1 8.9%"
  synth_cell_types: 43
  synth_flops: 10
  synthMostInstantiatedCell: "ha_1"
  netlist.area_leader.share: 0.206
  yosys_area_um2: 1770
  yosysTopAreaCell: "ha_1"
  syn_avg_cell_area_um2: 8.37
  ys_seq_frac: 0.164
  edf_count: 9
  postSynthCellCount: 211
  yosysWarnings: 0
  synth_area_um2: 1770
setup_path:
  cp.required_ps: 6720
  start_kind: "input pin"
  worst-path-max-fanout: 6
  worstSetupPathType: "input pin to primary output"
  worst_setup_path_end_kind: "primary output"
  cp.arrival_ps: 6410
placed_design:
  dpl-instance-area_um2: 2310
  gp_routability_congestion: 0.820
  io_buffers: 42
  hpwl_um: 3440
worst_hold_path:
  hold_path_class: "register to register"
job:
  warnings: 35
  maxCapViolations: 0
power by group through the flow:
| stage | clock network (mW) | logic, mW | registers (mW) |
|---|---|---|---|
| 4_1_cts | 0.0513 | 0.515 | 0.0930 |
| 5_1_grt | 0.0540 | 0.586 | 0.0963 |
| 6_report | 0.0500 | 0.511 | 0.0928 |
final cells by class:
type                    count  share of cell area
clock buffers               3              0.0174
clock inverters             1             0.00158
inverters                  12              0.0190
multi-input cells         187               0.605
flip-flops and latches     10               0.122
well taps                 102              0.0538
repair buffers             43               0.180
stage by stage:
stage / utilization / hold WS [ps] / power (mW) / setup WS, ps / cells
2_1_floorplan: - / 563 / 0.378 / 1530 / 211
3_3_place_gp: 0.296 / 625 / 0.602 / 268 / 354
3_5_place_dp: 0.296 / 622 / 0.602 / 255 / 354
4_1_cts: 0.302 / 631 / 0.659 / 231 / 358
5_1_grt: 0.304 / 654 / 0.736 / 47.5 / 358
6_report: 0.304 / 632 / 0.654 / 307 / 358
cells by family (layout without fill, tap and decap cells):
| kind of cell | count (synthesis) | count (layout) | share of synthesized area |
|---|---|---|---|
| buf+inv | 14 | 59 | 0.0319 |
| simple gates | 78 | 78 | 0.231 |
| fa+ha+maj | 32 | 32 | 0.240 |
| xor+xnor | 28 | 28 | 0.154 |
| mux | 1 | 1 | 0.00567 |
| flops | 10 | 10 | 0.164 |
| compound gates | 48 | 48 | 0.173 |
registers in the layout (all words and copies together), names as in the netlist:
name	flops
rel_x	4
rel_y	5
write_enable	1
worst max-delay path, stage by stage:
cell and delay (ps):
clkdlybuf4s50_1 430, ha_1 240, fa_1 430, a211o_1 320, a21o_1 200, nand2_1 90, xor2_1 280, inv_1 80
ha_1 290, ha_1 270, a2111oi_0 350, o21ai_0 180, nand2_1 110, xnor3_1 300, nor4b_4 340, xnor3_1 240
and2_1 160, clkdlybuf4s50_1 420
layout by cell type, fill, tap and decap left out, types with 2 or more instances in the layout:
master / count
a211oi_1: 2
a21o_1: 5
a21oi_1: 17
and2_1: 7
clkbuf_8: 3
clkdlybuf4s50_1: 42
edfxtp_1: 9
fa_1: 3
ha_1: 29
inv_1: 12
nand2_1: 13
nand2b_1: 6
nand3_1: 7
nand3b_1: 2
nand4_1: 3
nor2_1: 26
nor3b_1: 4
o21a_1: 2
o21ai_0: 11
or3b_2: 2
xnor2_1: 8
xnor3_1: 2
xor2_1: 18
final timing paths:
path             from        endpoint  slack, ps  depth (start not counted)
min          rel_y[0]        rel_y[0]        630                          1
min reg2reg  rel_y[0]        rel_y[0]        630                          1
max reg2reg  rel_x[0]        rel_y[4]       6820                          4
max              y[0]  write_addr[18]        310                         18
metal layers:
metal  wire (um)  track usage
met4          34      0.00372
met3         413       0.0311
met1        2230        0.102
met5           0            0
met2        1540       0.0982
No activity file was given, so power comes from the tool's default toggle rates.
