==> design.v <==
module uart_rx (
    clk,
    rst,
    data,
    data_valid,
    rx
);
parameter CLK_FREQUENCY_HZ = 100_000_000;
parameter BAUD_RATE        = 9600;
localparam BITS_COUNT        = 1 + 8 + 1;  
localparam COUNTER_MAX_VALUE = CLK_FREQUENCY_HZ * BITS_COUNT / BAUD_RATE - 1;
localparam COUNTER_WIDTH     = $clog2(COUNTER_MAX_VALUE);
input clk;
input rst;
output reg [7:0] data;
output           data_valid;
input rx;
reg [COUNTER_WIDTH - 1:0] counter;
reg [1:0] rx_prev;
assign data_valid = (counter == COUNTER_MAX_VALUE);
initial begin
    counter = 0;
    rx_prev = 2'b11;
end
always @(posedge clk) begin
    if (rst) begin
        counter <= 0;
    end else begin
        if (counter == 0) begin
            if (!rx_prev[1]) begin
                counter <= counter + 1;
            end
        end else if (counter == COUNTER_MAX_VALUE) begin
            counter <= 0;
        end else begin
            counter <= counter + 1;
        end
    end
end
always @(posedge clk) begin
    case (counter)
        CLK_FREQUENCY_HZ * 3 / 2 / BAUD_RATE,
        CLK_FREQUENCY_HZ * 5 / 2 / BAUD_RATE,
        CLK_FREQUENCY_HZ * 7 / 2 / BAUD_RATE,
        CLK_FREQUENCY_HZ * 9 / 2 / BAUD_RATE,
        CLK_FREQUENCY_HZ * 11 / 2 / BAUD_RATE,
        CLK_FREQUENCY_HZ * 13 / 2 / BAUD_RATE,
        CLK_FREQUENCY_HZ * 15 / 2 / BAUD_RATE,
        CLK_FREQUENCY_HZ * 17 / 2 / BAUD_RATE: begin
            data <= {rx_prev[1], data[7:1]};
        end
    endcase
end
always @(posedge clk) begin
    if (rst) begin
        rx_prev <= 2'b11;
    end else begin
        rx_prev <= {rx_prev[0], rx};
    end
end
endmodule
==> run.sh <==
#!/bin/bash
# OpenROAD 26Q1-2900-gdf79404cd8, Yosys 0.63+post, stock flow scripts
make -C /OpenROAD-flow-scripts/flow DESIGN_CONFIG=/design/flow/config.mk WORK_HOME=/design/flow/orfs finish
==> config.mk <==
export PLATFORM = sky130hd
export DESIGN_NAME = uart_rx
export DESIGN_NICKNAME = uart_rx
export VERILOG_FILES = /design/flow/design.v
export SDC_FILE = /design/flow/constraint.sdc
export NUM_CORES = 4
export LEC_CHECK = 1
export CORE_UTILIZATION = 30
export SYNTH_HDL_FRONTEND = slang
==> constraint.sdc <==
current_design uart_rx

set clk_period 2.7
set clk_io_pct 0.2

create_clock -name clk0 -period $clk_period [get_ports {clk}]

set non_clock_inputs [all_inputs -no_clocks]
set_input_delay [expr $clk_period * $clk_io_pct] -clock clk0 $non_clock_inputs
set_output_delay [expr $clk_period * $clk_io_pct] -clock clk0 [all_outputs]
==> run summary <==
Worst setup EP type: output pin
VDD IR max: 0.233 mV
Cycle use final: 92.1%
Int Power: 0.568 mW
CTS tree: built
Gate count after technology mapping: 153
Sw frac: 26.4%
Setup WS post-layout: 213 ps
Die width: 72.0 um
Post-route ant nets: 0
Cell Area, Synth: 1470 um2
Buffers & Inverters on Critical Path: 1
Synth cell types: 42
Clock Tree Buf Depth: 2
Final Hold Vio Count: 0
Async set-reset flop share out of synthesis: 0%
Filler Cells Inserted: 476
Dominant cell area share: 25.9%
Clock transition at path regs: 90 ps
Measured slew at the worst slew-check pin: 462 ps
Area delta synth->final: 12.7%
H-tree Lvls: 1
Worst hold-check path type: reg -> reg
Avg WL per Cell: 12.5 um
Chip Area: 5180 um2
Worst path cell trace: ha_1, nand4b_1, nor4_4, clkdlybuf4s50_1
Cts bufs inserted: 3
Vias: 1140
Vias per cell: 5.07
Most frequent logic cells in the routed design: 21 x nor2_1, 19 x dfxtp_1, 11 x clkdlybuf4s50_1
Worst Skew: 3.61 ps
EDFF count, synth: 8
Commonest Layout Cell: nor2_1
Critical path required time: 2160 ps
Starting DRC count in detailed routing: 49
Resized Gates After CTS: 0
Hold Startpoint: rx_prev[0]
I/O pin total: 12
Synth Flop Type: dfxtp_1
Setup_tns: 0 ps
RR Startpoint: counter[4]
Ys Warns: 0
# setup viols final: 0
Initial antenna violation count: 0
Post-CTS Setup Bufs: 0
Crit-path max FO: 8
Initial Util: 31.1%
Detailed-route DRC error count: 0
Total clock sinks: 27
Slew Viols, Final: 0
DR pass1 iterations: 4
Logic gate share of total power: 11.1%
Max-Cap Viols: 0
Leak: 0.557 nW
Gr usage total: 11.7%
Fin crit period: 2490 ps
Slew HR: 69.2%
Synth Seq Share: 42.2%
Pre-CTS WS: 513 ps
Share of cells above drive strength 1: 9.49%
Clk pwr share: 30.5%
Clk Latency, worst-skew pair: 270 ps
Worst path top cell family by delay: buffers and inverters
Ant diodes: 0
DRT Wirelength: 2820 um
Yosys stat area: 1470 um2
Registers, synthesis: 27
Cell depth of the worst hold path: 1
Overall power: 0.771 mW
Endpoint with the worst hold slack: rx_prev[1]
Run status: finished clean
Crit start category: register
Arrival @ worst endpoint: 1950 ps
Overall die height: 72.0 um
Sequential Power Share: 58.4%
Post-detail-place hpwl: 1970 um
Cell Pwr Density: 465 nW/um2
Crit Path Class: reg -> out
CTS Root Cell: clkbuf_8
Psw: 0.203 mW
Reg2Reg Depth: 5
Mean Syn Cell Area: 9.61 um2
Yosys cell count: 153
R2R Path End: data[1]
RD Place Congestion: 0.939
First-pass GRT wire length: 4760 um
Largest net degree at the start of global routing: 17
# rows: 25
Maximum clock rate: 0.402 GHz
Biggest area consumer among synthesized cells: dfxtp_1
Final hold slack: 417 ps
Slowest Stage Delay on Critical Path: 500 ps
Worst path slowest cell: clkdlybuf4s50_1
Post-CTS Hold Buffers: 0
Log Warnings: 28
PortBufs: 11
Unrepaired setup endpoints after global routing: false
Total grt overflow: 0
Reg2Reg Setup Slack: 570 ps
Main area contributors: dfxtp_1 26%, edfxtp_1 16%, nor2_1 5.4%
Vias in the first global route: 994
Core area: 4720 um2
-- power groups by stage --
stage / sequential, mW / combinational [mW] / clock (mW)
CTS: 0.451 / 0.0862 / 0.242
global route: 0.454 / 0.100 / 0.256
finish: 0.450 / 0.0857 / 0.235
-- flip-flops by register name, summed over array words and instances (netlist names) --
| register | flops |
|---|---|
| data | 8 |
| rx_prev | 2 |
| counter | 17 |
-- cell type report --
| class | instances | area (um2) | share of cell area, % |
|---|---|---|---|
| Inverter | 5 | 18.8 | 1.13 |
| Timing Repair Buffer | 12 | 118 | 7.10 |
| Tap cell | 67 | 83.8 | 5.06 |
| Sequential cell | 27 | 621 | 37.5 |
| Multi-Input combinational cell | 110 | 767 | 46.3 |
| Clock buffer | 3 | 41.3 | 2.49 |
| Clock inverter | 1 | 7.51 | 0.453 |
-- per-layer routing --
layer	vias to the layer above	GRT usage (%)	share of wire, %	wire length (um)
met4	0	1.74	1.2	34
met3	4	2.39	8.0	226
li1	551	-	-	-
met2	50	16.1	43	1210
met1	535	19.6	48	1340
met5	-	0	0	0
-- worst max-delay path by stage --
| stage | from | endpoint | slack [ps] | depth (start not counted) |
|---|---|---|---|---|
| finish | counter[0] | data_valid | 210 | 4 |
| CTS | counter[0] | data_valid | 200 | 4 |
| global route | counter[0] | data_valid | 90 | 4 |
-- worst reg2reg max path, delay by kind of cell, from the launching register on --
family	cells	cell delay [ps]
AND/OR/NAND/NOR	3	810
flip-flops	1	550
AND-OR/OR-AND	2	440
-- logic make-up (layout without fill, tap and decap cells) --
logic type / count (synthesis) / count (layout) / synth area share, %
adder cells (fa/ha/maj): 4 / 4 / 3.40
buffers and inverters: 16 / 21 / 5.62
XOR/XNOR: 14 / 14 / 8.34
flip-flops: 27 / 27 / 42.2
AND-OR/OR-AND: 8 / 8 / 3.58
AND/OR/NAND/NOR: 84 / 84 / 36.9
-- per-stage QoR --
step | area [um2] | std cells | utilization [%]
floorplan | 1470 | 153 | -
global placement | 1610 | 221 | 34.0
detailed placement | 1610 | 221 | 34.0
CTS | 1660 | 225 | 35.1
global route | 1660 | 225 | 35.1
finish | 1660 | 225 | 35.1
-- cell usage after synthesis, types with 2 or more instances --
cell type,instances
xor2_1,8
nand2_1,7
or3_1,3
xnor2_1,6
nor2_1,21
nand2b_1,2
buf_2,5
nor4_4,2
and3_1,2
nor3_1,5
buf_4,2
nor4bb_1,2
or2_2,2
a21oi_1,4
nor3_2,2
edfxtp_1,8
nor4_1,2
nand4bb_1,2
nor4b_1,3
nand4_1,7
dfxtp_1,19
inv_1,5
nand3_1,10
nand3b_1,3
ha_1,4
No activity file was given, so power comes from the tool's default toggle rates.
